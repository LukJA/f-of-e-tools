<file path="flow/design.v">
module e4Encoder_8bitData_1bitControl(dataIn, worstCaseDeviationCode, encoderOut);
	input		[7:0]	dataIn;
	input		[0:0]	worstCaseDeviationCode;
	output reg	[7:0]	encoderOut;
	reg		[7:0]	M1encoderOut;
	reg		[7:0]	M1dataIn;
	always @ (*)
	begin
		case (worstCaseDeviationCode)
			1'b0:
			begin
				M1dataIn = 8'h00;
			end
			1'b1:
			begin
				M1dataIn = dataIn;
			end
		endcase
		case (M1dataIn)
			8'h00,8'h01,8'h02,8'h03,
			8'h04,8'h05,8'h06,8'h07,
			8'h08,8'h09,8'h0A	: M1encoderOut = 8'h00;
			8'h0B			: M1encoderOut = 8'h01;
			8'h0C,8'h0D		: M1encoderOut = 8'h03;
			8'h0E,8'h10,8'h11	: M1encoderOut = 8'h07;
			8'h0F,8'h12,8'h13,8'h14,
			8'h15,8'h16,8'h17,8'h18,
			8'h19			: M1encoderOut = 8'h0F;
			8'h1A,8'h1B,8'h1C,8'h1D,
			8'h1E,8'h1F,8'h20,8'h21,
			8'h22,8'h23,8'h24,8'h25,
			8'h26,8'h27,8'h28,8'h29	: M1encoderOut = 8'h1F;
			8'h2A			: M1encoderOut = 8'h20;
			8'h2B,8'h2C,8'h2D,8'h2E,
			8'h2F,8'h30,8'h31,8'h32,
			8'h33,8'h34		: M1encoderOut = 8'h30;
			8'h35,8'h36,8'h37,8'h38,
			8'h39,8'h3A,8'h3B,8'h3C,
			8'h3D,8'h3E,8'h3F,8'h40,
			8'h41,8'h42,8'h43,8'h44,
			8'h45,8'h46,8'h47,8'h48,
			8'h49			: M1encoderOut = 8'h3F;
			8'h4A			: M1encoderOut = 8'h40;
			8'h4B			: M1encoderOut = 8'h41;
			8'h4C,8'h4D		: M1encoderOut = 8'h43;
			8'h4E,8'h50,8'h51	: M1encoderOut = 8'h47;
			8'h4F,8'h52,8'h53,8'h54,
			8'h55			: M1encoderOut = 8'h4F;
			8'h56,8'h57,8'h58,8'h59,
			8'h5A,8'h5B,8'h5C,8'h5D,
			8'h5E,8'h5F,8'h60,8'h61,
			8'h62,8'h63,8'h64,8'h65,
			8'h66,8'h67,8'h68,8'h69,
			8'h6A			: M1encoderOut = 8'h60;
			8'h6B,8'h6C,8'h6D,8'h6E,
			8'h6F,8'h70,8'h71,8'h72,
			8'h73,8'h74		: M1encoderOut = 8'h70;
			8'h75,8'h76,8'h77,8'h78,
			8'h79,8'h7A,8'h7B,8'h7C,
			8'h7D,8'h7E,8'h7F,8'h81,
			8'h82,8'h83,8'h84,8'h85,
			8'h86,8'h87,8'h88,8'h89	: M1encoderOut = 8'h7F;
			8'h80,8'h8A		: M1encoderOut = 8'h80;
			8'h8B			: M1encoderOut = 8'h81;
			8'h8C,8'h8D		: M1encoderOut = 8'h83;
			8'h8E,8'h90,8'h91	: M1encoderOut = 8'h87;
			8'h8F,8'h92,8'h93,8'h94,
			8'h95,8'h96,8'h97,8'h98,
			8'h99			: M1encoderOut = 8'h8F;
			8'h9A,8'h9B,8'h9C,8'h9D,
			8'h9E,8'h9F,8'hA0,8'hA1,
			8'hA2,8'hA3,8'hA4,8'hA5,
			8'hA6,8'hA7,8'hA8,8'hA9	: M1encoderOut = 8'h9F;
			8'hAA			: M1encoderOut = 8'hA0;
			8'hAB,8'hAC,8'hAD,8'hAE,
			8'hAF,8'hB0,8'hB1,8'hB2,
			8'hB3,8'hB4		: M1encoderOut = 8'hB0;
			8'hB5			: M1encoderOut = 8'hBF;
			8'hB6,8'hB7,8'hB8,8'hB9,
			8'hBA,8'hBB,8'hBC,8'hBD,
			8'hBE,8'hBF,8'hC0,8'hC1,
			8'hC2,8'hC3,8'hC4,8'hC5,
			8'hC6,8'hC7,8'hC8,8'hC9,
			8'hCA			: M1encoderOut = 8'hC0;
			8'hCB			: M1encoderOut = 8'hC1;
			8'hCC,8'hCD		: M1encoderOut = 8'hC3;
			8'hCE,8'hD0,8'hD1	: M1encoderOut = 8'hC7;
			8'hCF,8'hD2,8'hD3,8'hD4,
			8'hD5			: M1encoderOut = 8'hCF;
			8'hD6,8'hD7,8'hD8,8'hD9,
			8'hDA,8'hDB,8'hDC,8'hDD,
			8'hDE,8'hDF,8'hE0,8'hE1,
			8'hE2,8'hE3,8'hE4,8'hE5,
			8'hE6,8'hE7,8'hE8,8'hE9,
			8'hEA			: M1encoderOut = 8'hE0;
			8'hEB,8'hEC,8'hED,8'hEE,
			8'hEF,8'hF0,8'hF1,8'hF2,
			8'hF3,8'hF4		: M1encoderOut = 8'hF0;
			8'hF5,8'hF6,8'hF7,8'hF8,
			8'hF9,8'hFA,8'hFB,8'hFC,
			8'hFD,8'hFE,8'hFF	: M1encoderOut = 8'hFF;
			default			: M1encoderOut = 8'h00;
		endcase  
		case (worstCaseDeviationCode)
			1'b0: encoderOut = dataIn;
			1'b1: encoderOut = M1encoderOut;
			default	: encoderOut = dataIn;
		endcase
	end  
endmodule  
</file>
<file path="flow/run.sh">
#!/bin/bash
# OpenROAD 26Q1-2900-gdf79404cd8, Yosys 0.63+post, stock flow scripts
make -C /OpenROAD-flow-scripts/flow DESIGN_CONFIG=/design/flow/config.mk WORK_HOME=/design/flow/orfs finish
</file>
<file path="flow/config.mk">
export PLATFORM = sky130hd
export DESIGN_NAME = e4Encoder_8bitData_1bitControl
export DESIGN_NICKNAME = e4Encoder_8bitData_1bitControl
export VERILOG_FILES = /design/flow/design.v
export SDC_FILE = /design/flow/constraint.sdc
export NUM_CORES = 4
export LEC_CHECK = 1
export CORE_AREA = 10 10 79 79
export DIE_AREA = 0 0 89 89
</file>
<file path="flow/constraint.sdc">
current_design e4Encoder_8bitData_1bitControl

set clk_period 4.2
set clk_io_pct 0.2

create_clock -name clk0 -period $clk_period

set non_clock_inputs [all_inputs -no_clocks]
set_input_delay [expr $clk_period * $clk_io_pct] -clock clk0 $non_clock_inputs
set_output_delay [expr $clk_period * $clk_io_pct] -clock clk0 [all_outputs]
</file>
==> impl_metrics.csv <==
group,metric,value,unit
floorplanning,core_area,4660,um2
route,route.antenna.diode_count,0,
place,io_buffers,17,
place,place_hpwl,2220,um
power_and_ir_drop,power_per_cell_area,109,nW/um2
worst_setup_path,setup.worst_path.start_class,"primary input",
floorplanning,floorplan.io_pins,17,
sta,worstMarginPinSlew,0.421,ns
finish,nClkBuffers,0,
worst_setup_path,cp_slowest_stage_delay,0.48,ns
worst_setup_path,timing.critical_path.buf_inv,2,
sta,totalNegativeSetupSlack,0,ns
sta,min_period_over_period,94.0,%
worst_setup_path,timing.critical_path.slowest_stage_cell,"sky130_fd_sc_hd__clkdlybuf4s50_1",
yosys,syn_area,848,um2
sta,relSlewSlack,71.7,%
sta,final_hold_violation_count,0,
yosys,yosysSeqAreaShare,0,%
route,drt_iter0_drc,211,
yosys,post_synth_inst_count,131,
yosys,ys_cells,131,
place,detailedPlace.worstSlack,0.179,ns
power_and_ir_drop,total_leakage_power,0.364,nW
sta,timing.final.setup_violations,0,
worst_setup_path,cp_common_cell,"sky130_fd_sc_hd__clkdlybuf4s50_1",
route,route.final.wire_length,2860,um
place,cell_area_after_placement,1070,um2
place,finalWeightedCongestion,0.917,
yosys,synth.avg_cell_area,6.48,um2
finish,area_delta_synth_final,26.1,%
floorplanning,die_width,89,um
grt,grt_overflow_total,0,
route,detail_route.vias_per_cell,5.65,
finish,utilization,23.0,%
sta,finalCriticalPeriod,3.95,ns
grt,maximum_number_of_pins_on_one_net_before_global_route_repair,23,
floorplanning,num_rows,25,
floorplanning,die_y,89,um
finish,design_area,1070,um2
hold_path,min-delay-path-class,"primary input to output pin",
worst_setup_path,required,3.36,ns
worst_setup_path,timing.critical_path.to_type,"output pin",
yosys,synth.lib_cells_used.distinct,52,
power_and_ir_drop,vdd_ir_max,0.0000456,V
finish,layout.area.seq,0,um2
worst_setup_path,cp_top_family,"buffers and inverters",
finish,post_route_cells_drive_above_1_share,14.9,%
route,dr_total_vias,1102,
worst_setup_path,worst_ep_arrival_time,3.11,ns
sta,setup_slack,0.254,ns
floorplanning,dieArea,7920,um2
route,wl_per_cell,14.7,um
finish,layout.sequential_cells,0,
grt,vias_in_the_first_global_route,1033,
grt,groute.usage.overall,7.18,%
clock_network,postCtsSetupBuffers,0,
sta,maximum_operating_frequency,253,MHz
yosys,synth.yosys.warnings,1,
floorplanning,fp_util,18.2,%
route,detailedRoute.firstPassIterationCount,4,
sta,setup_repair_after_global_routing_missed_its_margin,"no",
grt,grt_pass1_wl,4820,um
route,postRouteAntennaNets,0,
route,route.detailed.drc,0,
sta,finalMaxSlewViolations,0,
worst_setup_path,cp_cell_sequence,"clkdlybuf4s50_1, nand2_1, ha_1, nand2b_1, a31o_1, a22oi_1, or3_1, nand3_1, clkdlybuf4s50_1",
job,drv.max_cap_violation_count,0,
grt,grt_antenna_before_repair,0,
worst_setup_path,worst-path-max-fanout,4,
worst_setup_path,path_class,"primary input to output pin",
run_status,run_status,"finished clean",
job,log.warning_count,32,
yosys,yosysChipArea,848,um2
kinds of logic (layout without fill, tap and decap cells):
group                    Yosys count  in the layout  synth area share, %
multiplexers                       1              1                 1.18
AND/OR/NAND/NOR                   47             47                 26.4
adder cells (fa/ha/maj)            1              1                 1.47
buffers and inverters             21             31                 14.0
AND-OR/OR-AND                     61             61                 56.9
Yosys cell counts, types with 3 or more instances:
cell type                  number  area [um2]
sky130_fd_sc_hd__buf_2          5        25.0
sky130_fd_sc_hd__nor2_1         5        18.8
sky130_fd_sc_hd__buf_6          3        33.8
sky130_fd_sc_hd__nor3_1         5        25.0
sky130_fd_sc_hd__clkbuf_1       3        11.3
sky130_fd_sc_hd__a21oi_1       10        50.1
sky130_fd_sc_hd__o21ai_1        3        15.0
sky130_fd_sc_hd__nand2b_1       4        25.0
sky130_fd_sc_hd__buf_4          3        22.5
sky130_fd_sc_hd__o211ai_1       3        22.5
sky130_fd_sc_hd__inv_1          4        15.0
sky130_fd_sc_hd__o221ai_1       4        35.0
sky130_fd_sc_hd__a211oi_1       5        37.5
sky130_fd_sc_hd__nand2_1       19        71.3
sky130_fd_sc_hd__nand3_1        6        30.0
sky130_fd_sc_hd__a22oi_1        3        22.5
layer usage:
layer  GRT usage (%)  wire length (um)  share of wire (%)
met1            10.4              1290                 45
met2            11.4              1370                 48
met3            1.10               185                6.5
met4           0.578                12               0.42
met5               0                 0                  0
through the flow:
stage | std cells | power, mW | hold WS (ns)
floorplan | 131 | 0.0728 | 1.79
detailed placement | 195 | 0.115 | 2.76
global route | 195 | 0.128 | 2.79
global placement | 195 | 0.115 | 2.77
finish | 195 | 0.116 | 2.74
CTS | 195 | 0.115 | 2.76
cell type report:
type               count  area, um2
multi-input cells    110        733
repair buffers        26        250
well taps             54       67.6
inverters              5       18.8
fillers              520       3590
layout by cell type (no fill, tap or decap), drive strengths merged, types with 3 or more instances in the layout:
master,netlist,layout
a21oi,11,11
nand2b,4,4
nand2,19,19
nand3,6,6
buf,13,9
a21o,3,3
o21ai,7,7
o311ai,3,3
nor3,6,6
clkdlybuf4s50,0,17
a22oi,3,3
o221ai,4,4
a211oi,5,5
o211ai,5,5
inv,5,5
nor2,5,5
power breakdown:
group          leakage (nW)  switching, mW  internal (mW)  total (mW)
Combinational         0.364         0.0622         0.0539       0.116
Clock                     0              0              0           0
Sequential                0              0              0           0
Total                 0.364         0.0622         0.0539       0.116
timing repair:
item	4_1_cts	5_1_grt
hold buffers	0	0
setup endpoints to repair	0	3
gates resized	0	1
final timing paths:
check | startpoint | endpoint | slack [ns] | cells after the start
worst min-delay path | dataIn[7] | encoderOut[6] | 2.74 | 4
worst max-delay path | worstCaseDeviationCode[0] | encoderOut[0] | 0.25 | 9
Power is estimated from default activity; no workload was simulated.
